`run.sh`:
```
#!/bin/bash
# OpenROAD 26Q1-2900-gdf79404cd8, Yosys 0.63+post, stock flow scripts
make -C /OpenROAD-flow-scripts/flow DESIGN_CONFIG=/design/flow/config.mk WORK_HOME=/design/flow/orfs finish
```
`design.v`:
```
module dataMemory(clk, op, ra_dm, addr_dm, dm_out);
input clk;
input [7:0]ra_dm;  
input [3:0]op;  
input [7:0]addr_dm;  
output [7:0] dm_out;
reg [7:0] read_data_dm;
reg [7:0]datamem[0:255];  
integer i;
initial begin
read_data_dm <= 0;  
	for (i = 0; i < 256; i = i + 1) begin 
		datamem[i] = i;  
	end
end
always @(posedge clk) begin
	if(op == 4'b1101) begin  
		read_data_dm <= datamem[addr_dm];  
	end
	else if(op == 4'b1110) begin  
		datamem[addr_dm] <= ra_dm;  
	end
	else if(op == 4'b1111) begin
		read_data_dm <= addr_dm; 
	end
end
assign dm_out = read_data_dm; 
endmodule 
```
`constraint.sdc`:
```
current_design dataMemory

set clk_period 9.3
set clk_io_pct 0.2

create_clock -name clk0 -period $clk_period [get_ports {clk}]

set non_clock_inputs [all_inputs -no_clocks]
set_input_delay [expr $clk_period * $clk_io_pct] -clock clk0 $non_clock_inputs
set_output_delay [expr $clk_period * $clk_io_pct] -clock clk0 [all_outputs]
```
`config.mk`:
```
export PLATFORM = sky130hd
export DESIGN_NAME = dataMemory
export DESIGN_NICKNAME = dataMemory
export VERILOG_FILES = /design/flow/design.v
export SDC_FILE = /design/flow/constraint.sdc
export NUM_CORES = 4
export LEC_CHECK = 1
export CORE_UTILIZATION = 30
export SYNTH_HDL_FRONTEND = slang
```
==> CHANGELOG.md <==
## Implementation

* P&R area growth vs syn at 14.63%
* Vias per Instance at 5.024
* Power share of the combinational group at 0.045
* WS Path Type: in -> reg
* Vias in the first global route at 42,050
* Drt total wl at 198,100 um
* P_int at 14.92 mW
* TritonCTS Sinks at approximately 2,000
* Finished Layout Cells at 7,514
* Die Y at 515.5 um
* Metal-1 WL at 64,140 um
* Biggest area cells: edfxtp_1 (78%), mux4_2 (15%), nor2_1 (1.4%), mux2i_1 (0.96%), o22ai_1 (0.76%)
* Dominant Register Cell: edfxtp_1
* FP Util at 0.3017
* Crit path capture type: flop
* Max Clock Freq at 184.6 MHz
* CTS Hold Bufs at 0
* Leak at 27.45 nW
* Status: complete, no violations
* Share of cells above drive strength 1 at 0.2523
* Site Rows at 188
* Top-count cell post-synth: edfxtp_1
* RSZ-0062 raised after global routing: false
* DRT iter0 DRCs at 2,438
* Setup TNS at 0 ps
* Slowest stage delay, CP at 820 ps
* Fin. Hold Viols at 0
* IO buf count at 28
* Drt pass-1 iters at 5
* Slew @ Worst Pin at 1013 ps
* Dominant kind of combinational cell: multiplexers
* Startpoint Class: primary input
* Max Root-Sink Buffers at 3
* Clock power share at 0.415
* Yosys top cell by area: edfxtp_1
* Minimum clock period at 5418 ps
* CP required at 9880 ps
* DR WL/cell at between 20 and 30 um
* Post-synth regs at 2,056
* Power Total at between 15 and 20 mW
* Worst R2R Start: datamem[138][1]
* Distinct lib cells at 48
* DP HPWL at 120,700 um
* Late-Pin Clk Latency at 830 ps
* Met2 routed WL at 93,630 um
* Number of buffers created by CTS at approximately 200
* Largest net degree at the start of global routing at 168
* Xor/xnor share at 0
* Hold EP: dm_out[0]
* CTS tree: built
* R2R Path End: dm_out[1]
* Seq pwr share at 0.541
* Postcts setup bufs at 0
* Register area share after synthesis at 0.7804
* Synthesized cell area at 79,120 sq um
* Via count at 37,750
* WHS Path Cells at 5
* Cell Count Post-Placement at roughly 7,100
* CORE AREA at 262,300 sq um
* Slowest-stage cell, CP: o21ai_0
* Mux share at 0.1572
* Total grt overflow at 0
* Pwr/cell area at 208.1 nW/um^2
* Area leader share at 0.7804
* Top sig layer: met5
* Number of H-tree levels at 4
* Initial antenna violation count at 8
* Total I/O pin count at 29
* Max Cap Viol at 0
* Reg2reg setup slack at ~6400 ps
* Pins Over Slew Limit at 0
* Simple share at 0.02453
* NetSw at 3.948 mW
* Clock skew at 45.02 ps
* CTS resizes at 0
* R2r worst-path depth at 6
* Tcrit/Tclk final at 0.5826
* Reg clk slew, reported paths at ~60 ps
* Async set or reset register ratio after synthesis at 0
* Post-synth EDFFs at just over 2,000
* CP max FO at 64
* Final setup viols at 0
* First-pass GRT wire length at 289,700 um
* Yosys aoi share at 0.02390
* Worst path arrival time at 6000 ps
* Routed wl met3 at 31,440 um
* # fillers at 23,860
* All-layer global routing usage at 0.1627
* Die area at roughly 270,000 sq um
* Sw Ratio at 0.2092
* Ys cells at 3,604
* Placed Instance Area at 84,400 sq um
* Crit path cell chain: buf_8, buf_4, buf_12, mux4_2, mux2i_1, a21oi_1, o21ai_0, o2111ai_1, o22a_1
* Commonest cells in the netlist: edfxtp_1 (2,056), mux4_2 (518), nor2_1 (295), clkbuf_1 (115), o22ai_1 (96)
* Avg Inst Size Synth at 21.95 sq um
* Root Driver: clkbuf_16
* Final Cell Area at 90,690 sq um
* ANT nets after route at 0
* OpenROAD warnings at 32
* Synth Warn # at 0
* Worst VDD drop at 0.1935 mV
* GP Congestion at 0.8969
* HP Class: reg -> reg
* Yosys stat area at 79,120 sq um
* Min-delay src: datamem[95][0]
* Cells after synthesis at 3,604
* Die Span X at 515.5 um
* Slew HR at 0.3222
* Post-Synth Adder-Cell Area at 0
* Post-route DRC at 0
[how the worst max path moves through the flow]
| stage | start | end | slack, ps | cells past startpoint |
|---|---|---|---|---|
| final | addr_dm[0] | dm_out[1] | 3880 | 9 |
| after global routing | addr_dm[0] | dm_out[1] | 3390 | 9 |
| after CTS | addr_dm[0] | dm_out[1] | 3830 | 9 |
[critical path: cells and delay by family]
kind | cells | cell delay, ps
buf+inv | 3 | 1580
mux | 2 | 760
compound gates | 4 | 1680
[power groups by stage]
stage | clock network (mW) | registers [mW] | logic (mW)
after global routing | 8.30 | 10.2 | 0.911
after CTS | 7.97 | 10.2 | 0.860
final | 7.82 | 10.2 | 0.847
[cell usage in the layout (no fill, tap or decap), types with 15 or more instances in the layout]
cell / n
a21oi_1: 21
buf_4: 206
o21ai_0: 33
o22ai_1: 96
edfxtp_1: 2056
a22oi_1: 51
clkbuf_16: 202
clkinv_1: 63
clkinv_2: 18
nor2_1: 294
bufinv_16: 16
nand2_1: 68
o22a_1: 15
mux4_2: 518
mux2i_1: 76
nor3_1: 27
clkbuf_1: 52
[cells by family after synthesis]
family / after synthesis
compound gates: 276
buf+inv: 218
flops: 2056
mux: 595
simple gates: 459
[area by class of cell]
| class | instances | area (sq um) | area share |
|---|---|---|---|
| diodes | 3 | 7.507 | 0.00008278 |
| clock buffers | 254 | 5250 | 0.05789 |
| clock inverters | 113 | 1027 | 0.01133 |
| inverters | 4 | 17.52 | 0.0001932 |
| multi-input cells | 1330 | 16290 | 0.1797 |
| flip-flops and latches | 2056 | 61740 | 0.6808 |
| well taps | 3515 | 4398 | 0.04849 |
| repair buffers | 239 | 1957 | 0.02158 |
[registers in the layout (all words and copies together), names as in the netlist]
name / flops
dm_out: 8
datamem: 2048
[metrics by stage]
step,utilization,hold WS [ps],setup WS (ps)
floorplan,-,959.0,5105
global placement,0.3218,1215,2921
detailed placement,0.3218,1169,2934
CTS,0.3457,1184,3830
global route,0.3458,1253,3395
finish,0.3458,1177,3882
[metal layers]
layer  vias to the layer above  GRT usage
met1                     19370     0.1792
met2                      2268     0.2445
met5                         -   0.005297
met4                        16    0.05492
met3                       403     0.1202
li1                      15690          -
Power is estimated from default activity; no workload was simulated.
